$ cat design/flow/hash_vector.mem
89a
c7f
7c8
24b
d59
682
2bb
81c
a6b
682
661
5be
abf
73c
1f0
a65
3aa
648
5a6
1bd
e02
5fa
6d0
316
1a8
f8f
421
a18
31d
65d
a31
ab6
0f8
a41
cf9
338
1ac
484
9c7
f6f
2fc
f1d
b1b
f1d
b41
f0c
056
3c4
88b
f35
e3e
da6
2a1
49a
afb
de7
a16
07b
fdd
fed
f00
585
79a
d23
4f0
b26
fcb
e84
855
b06
b47
c6a
468
d4e
883
245
296
4d9
011
9e7
ac4
737
d3a
264
8b6
355
d4c
0d4
d47
72a
863
a59
89a
d7f
d76
c90
f2c
da0
0db
693
ce6
35e
626
2aa
bc9
0a0
5b0
fb4
b21
7a4
9dc
17f
007
a24
2ba
1d4
50a
14c
ccc
ee6
64e
55b
963
891
811
bd7
109
ad7
3fa
1cd
60f
c6f
341
e91
8df
bb2
a0a
79e
eeb
9a8
4ad
55b
5c0
fc7
d51
981
b8a
676
c9b
49f
10e
77b
461
fe9
f46
a6f
f69
a38
13e
75f
50c
840
ddf
780
ed1
4b6
83e
523
be5
b84
def
e22
d3a
3ef
8ff
7c3
d82
5b6
6a6
ed3
bfd
0e9
ec1
cce
a59
81d
8c4
67e
3bd
4b8
ec9
e86
374
4f8
70b
2eb
c31
d98
de2
1b9
21f
9fb
9ca
925
a4b
8fc
43e
41e
2a0
8de
1e5
2e8
a18
318
451
87b
8e7
aa1
de4
0a9
6c7
94e
acd
58c
b31
9dc
1dc
88e
00a
0bd
e0d
ac6
539
df2
7d1
162
036
37e
e95
d20
d01
11c
90a
df9
ad8
f6d
669
0fd
1cd
b40
880
a3b
7dd
03e
bbc
472
cc1
58e
b41
1a6
de9
2a0
375
5b9
fa0
a23
645
854
64e
b79
222
4a8
c5b
8f1
274
2e6
427
e60
67b
0ea
b63
646
f31
d92
edd
391
522
c88
54e
777
734
efd
e5c
60c
11c
627
f21
6a4
d5c
990
3d0
b04
114
88e
4a9
a66
d2a
282
0ac
052
775
d0e
543
364
b31
98b
826
9ce
75e
572
6d7
bde
9a9
bb1
717
3d2
4cc
3cc
7c3
b7a
21d
bcd
e7b
b6b
894
34c
7da
9cf
6b9
f66
533
adf
67c
661
064
997
4b3
80c
337
610
9e0
d40
532
e88
0ab
8b3
9e2
eba
a33
41f
750
38a
a2b
1b9
cbd
d88
417
0cd
630
6f8
ea9
955
9ae
bf0
4c1
7b6
7b5
c02
444
897
f3c
e1b
39f
608
bc6
28f
339
dc3
146
ea0
2a0
b0d
73c
a13
a41
844
d83
a90
b3e
8d4
118
bbb
8d2
12e
775
c3e
567
147
8b9
9a2
829
a9d
6ba
aec
1ec
420
b75
a9b
ccf
916
235
ff1
08b
731
433
bfb
4b2
578
1ad
adc
ff7
192
14c
68d
6e7
658
c3d
1dc
c82
14c
7f7
ef5
fb5
1e5
2f2
$ cat design/flow/run.sh
#!/bin/bash
# OpenROAD 26Q1-2900-gdf79404cd8, Yosys 0.63+post, stock flow scripts
make -C /OpenROAD-flow-scripts/flow DESIGN_CONFIG=/design/flow/config.mk WORK_HOME=/design/flow/orfs finish
$ cat design/flow/config.mk
export PLATFORM = sky130hd
export DESIGN_NAME = prf_evaluate
export DESIGN_NICKNAME = prf_evaluate
export VERILOG_FILES = /design/flow/design.v
export SDC_FILE = /design/flow/constraint.sdc
export NUM_CORES = 4
export LEC_CHECK = 1
export CORE_AREA = 10 10 91 91
export DIE_AREA = 0 0 101 101
export SYNTH_HDL_FRONTEND = slang
export SYNTH_MEMORY_MAX_BITS = 65536
$ cat design/flow/constraint.sdc
current_design prf_evaluate

set clk_period 3.6
set clk_io_pct 0.2

create_clock -name clk0 -period $clk_period [get_ports {clk}]

set non_clock_inputs [all_inputs -no_clocks]
set_input_delay [expr $clk_period * $clk_io_pct] -clock clk0 $non_clock_inputs
set_output_delay [expr $clk_period * $clk_io_pct] -clock clk0 [all_outputs]
$ cat design/flow/design.v
module dot_product #(
    parameter N_LWR = 445,
    parameter ELEM_WIDTH = 12,
    parameter ACC_WIDTH = 32
) (
    input wire clk,
    input wire rst_n,
    input wire start,
    input wire [ELEM_WIDTH-1:0] a_in,
    input wire a_valid,
    input wire a_last,
    input wire key_bit,
    output reg [ACC_WIDTH-1:0] dot_product,
    output reg done
);
    reg [ACC_WIDTH-1:0] accumulator;
    always @(posedge clk or negedge rst_n) begin
        if (!rst_n) begin
            accumulator <= {ACC_WIDTH{1'b0}};
        end
        else if (start) begin
            accumulator <= 0;
        end
        else if (key_bit && a_valid) begin  
            accumulator <= accumulator + a_in;
        end
    end
    always @(posedge clk or negedge rst_n) begin
        if (!rst_n) begin
            dot_product <= {ACC_WIDTH{1'b0}};
            done <= 0;
        end
        else begin
            done <= 0;
            if (a_valid && a_last) begin
                if (key_bit) begin
                    dot_product <= accumulator + a_in;
                end
                else begin
                    dot_product <= accumulator;
                end
                done <= 1'b1;
            end
        end
    end
endmodule
module hash_to_vector #(
    parameter N_LWR = 445,
    parameter N = 2048,
    parameter ELEM_WIDTH = 12
) (
    input wire clk,
    input wire rst_n,
    input wire start,
    input wire [63:0] nonce,       
    input wire [63:0] index,       
    output reg [ELEM_WIDTH-1:0] hash_out,
    output reg [$clog2(N_LWR)-1:0] hash_idx,
    output reg hash_valid,
    output reg hash_last,
    output reg done
);
    reg [ELEM_WIDTH-1:0] hash_mem [0:N_LWR-1];
    initial begin
        $readmemh("hash_vector.mem", hash_mem);
    end
    reg [$clog2(N_LWR)-1:0] counter;
    localparam IDLE = 2'b00;
    localparam STREAMING = 2'b01;
    localparam DONE_STATE = 2'b10;
    reg [1:0] state;
    always @(posedge clk or negedge rst_n) begin
        if (!rst_n) begin
            state <= IDLE;
            counter <= 0;
            hash_out <= 0;
            hash_idx <= 0;
            hash_valid <= 0;
            hash_last <= 0;
            done <= 0;
        end else begin
            case (state)
                IDLE: begin
                    hash_valid <= 0;
                    hash_last <= 0;
                    done <= 0;
                    if (start) begin
                        counter <= 0;
                        state <= STREAMING;
                    end
                end
                STREAMING: begin
                    hash_out <= hash_mem[counter];
                    hash_idx <= counter;
                    hash_valid <= 1;
                    hash_last <= (counter == N_LWR - 1);
                    if (counter == N_LWR - 1) begin
                        state <= DONE_STATE;
                        done <= 1;
                    end else begin
                        counter <= counter + 1;
                    end
                end
                DONE_STATE: begin
                    hash_valid <= 0;
                    hash_last <= 0;
                    if (start) begin
                        counter <= 0;
                        done <= 0;
                        state <= STREAMING;
                    end
                end
                default: state <= IDLE;
            endcase
        end
    end
endmodule
module prf_evaluate #(
    parameter N_LWR = 445,
    parameter N = 2048,
    parameter P = 32
) (
    input wire clk,
    input wire rst_n,
    input wire start,
    input wire [63:0] nonce,
    input wire [63:0] index,
    output wire [$clog2(P)-1:0] prf_out,
    output wire done
);
    localparam ELEM_WIDTH = $clog2(N) + 1;
    localparam ACC_WIDTH = 32;
    localparam ADDR_WIDTH = $clog2(N_LWR);
    localparam OUT_WIDTH = $clog2(P);
    wire [ELEM_WIDTH-1:0] hash;
    wire [ADDR_WIDTH-1:0] idx;
    wire valid;
    wire last;
    wire key_bit;
    wire [ELEM_WIDTH-1:0] a_in;
    wire [ACC_WIDTH-1:0] dot_prod;
    wire dot_done;
    hash_to_vector #(
        .N_LWR(N_LWR),
        .N(N),
        .ELEM_WIDTH(ELEM_WIDTH)
    ) hash_inst (
        .clk(clk),
        .rst_n(rst_n),
        .start(start),
        .nonce(nonce),
        .index(index),
        .hash_out(a_in),
        .hash_idx(idx),
        .hash_valid(valid),
        .hash_last(last)
    );
    secret_key #(
        .N_LWR(N_LWR),
        .KEY_FILE("secret_key.mem")
    ) sk (
        .addr(idx),
        .key_bit(key_bit)
    );
    dot_product #(
        .N_LWR(N_LWR),
        .ELEM_WIDTH(ELEM_WIDTH),
        .ACC_WIDTH(ACC_WIDTH)
    ) dp (
        .clk(clk),
        .rst_n(rst_n),
        .start(start),
        .a_in(a_in),
        .a_valid(valid),
        .a_last(last),
        .key_bit(key_bit),
        .dot_product(dot_prod),
        .done(dot_done)
    );
    prf_rounding #(
        .N(N),
        .P(P),
        .ACC_WIDTH(ACC_WIDTH)
    ) round (
        .inner_product(dot_prod),
        .prf_out(prf_out)
    );
    assign done = dot_done;
endmodule
module prf_rounding #(
    parameter N = 2048,
    parameter P = 32,
    parameter ACC_WIDTH = 32
) (
    input wire [ACC_WIDTH-1:0] inner_product,
    output wire [$clog2(P)-1:0] prf_out
);
    localparam LOG2_N = $clog2(N);
    localparam LOG2_2N = LOG2_N + 1;
    localparam LOG2_P = $clog2(P);
    localparam SHIFT = LOG2_N - LOG2_P;
    wire [LOG2_2N-1:0] inner_mod_2N;
    assign inner_mod_2N = inner_product[LOG2_2N-1:0];
    wire msb;
    assign msb = inner_mod_2N[LOG2_N];
    wire [LOG2_N-1:0] inner_mod_N;
    assign inner_mod_N = inner_product[LOG2_N-1:0];
    wire [LOG2_P-1:0] rounded;
    assign rounded = inner_mod_N[LOG2_N-1:SHIFT];  
    wire [LOG2_P-1:0] negated;
    assign negated = P - rounded;
    assign prf_out = msb ? negated : rounded;
endmodule
module secret_key #(
    parameter N_LWR = 445,
    parameter KEY_FILE = "secret_key.mem"
) (
    input wire [$clog2(N_LWR)-1:0] addr,
    output wire key_bit
);
    reg secret_key [0:N_LWR-1];
    integer i;
    initial begin
        for (i = 0; i < N_LWR; i = i + 1) begin
            secret_key[i] = 1'b0;
        end
        $readmemb(KEY_FILE, secret_key);
    end
    assign key_bit = secret_key[addr];
endmodule
==> results.yml <==
# flow metrics
worst_setup_path:
  critPathSlowestCell: "clkdlybuf4s50_1"
  reg2reg_from: "hash_inst.counter[0]"
  crit_chain: "clkdlybuf4s50_1, o21ai_0, a32o_1, a221o_1"
  required_ns: 3.73
  r2r.worst_path.cells: 5
  critPathMaxStageDelay_ns: 0.50
  r2r_end: "hash_inst.counter[5]"
  cp-end-kind: "register"
  cp-start-kind: "input pin"
  critPathTopFamily: "AND-OR/OR-AND gates"
  path_class: "in -> reg"
  cp_num_buf_inv: 1
  cp_max_fo: 9
  arrival_ns: 2.06
  ff2ff_setup_slack_ns: 1.73
placed_design:
  port_buffers: 3
  place_hpwl_um: 1029
  place.gp.congestion: 0.8265
  dp_slack_ns: 1.411
floorplan:
  io_pins: 137
  dieArea_um2: 10200
  row_count: 29
  fp_util: 0.1253
  core_area_um2: 6350
  fp.dieH_um: 101
  fp.dieW_um: 101
final_timing:
  holdWs_ns: 0.4739
  relSlewSlack: 0.5557
  tns_ns: 0
  rsz0062_at_grt: "false"
  period_minus_slack_ns: 1.937
  skew_ns: 0.001218
  setup_viol: 0
  finalWorstSetupSlack_ns: 1.663
  worst_pin_slew_ns: 0.6644
  hold_viol_final: 0
  clock.fmax_ghz: 0.5164
  slew_viol_final: 0
  fin_crit_sh: 0.5380
global_route:
  grt_max_degree: 16
  grt.total_usage: 0.03110
  first_global_vias: 575
  overflow: 0
  antenna_found_initial: 0
  grt_pass1_wl_um: 2649
pwr:
  p_seq_frac: 0.519
  p_clk_frac: 0.294
  p_sw_mw: 0.1371
  power_mw: 0.4557
  pwr-share-comb: 0.187
  power.density_nw_per_um2: 490.8
  p_leak_nw: 0.3885
  peakVddDrop_uv: 195.9
  p_int_mw: 0.3186
  switching_share: 0.3009
route:
  drt_pre_antenna_iters: 4
  drc: 0
  viasPerCell: 3.568
  wire_per_inst_um: 9.204
  diodes: 0
  first_iter_violations: 65
  postRouteAntennaNets: 0
  totalWireLength_um: 1491
  num_vias: 578
clock_network:
  clk_pin_slew_ns: 0.06
  post-cts-setup-buffers: 0
  clock-sinks: 15
  clkLatencyLatePin_ns: 0.24
  cts_tree: "built"
  root_buffer: "clkbuf_8"
  hold_buffers: 0
  cts_resized: 0
  h-tree-depth: 1
  cts_buffer_depth: 2
  cts_buffers: 3
synthesis:
  ys_area_um2: 795.8
  synthCells: 81
  synth_flop_count: 15
  ys_warn_count: 0
  ys_seq_frac: 0.4733
  syn_area_per_cell_um2: 9.824
  synth_area_um2: 795.8
  synth.distinct_cells: 33
  ys_cells: 81
layout:
  syn_to_final_growth_pct: 16.67
  drive_above_1_share: 0.1294
  fillers: 704
status:
  outcome: "completed"
worst_hold_path:
  hold_path_class: "reg -> reg"
  whs_endpoint: "hash_inst.hash_valid"
  min-delay-start: "hash_inst.hash_valid"
  worstHoldPathCells: 1
job:
  cap_violations: 0
  tool_warnings: 154
==> cell usage in the layout, fill, tap and decap left out, types with 2 or more instances in the layout <==
cell              n
clkdlybuf4s50_1   3
nand3_1           5
conb_1            5
inv_1             5
nand4_1           2
o21ai_0          10
nor3_1            5
a21boi_0          2
nor2_1            3
a21o_1            2
dfrtp_1          14
a21oi_1           2
ha_1              2
nand2_1           4
clkbuf_8          3
==> power by group through the flow <==
stage / registers (mW) / clock network (mW) / logic, mW
finish: 0.236 / 0.134 / 0.0851
global route: 0.242 / 0.146 / 0.102
CTS: 0.235 / 0.139 / 0.0867
==> synth_stat cells <==
library cell,instances,area [um2]
a21o_1,2,15.01
and4b_2,1,11.26
conb_1,1,3.750
buf_4,5,37.54
nand2b_1,1,6.260
and2_1,1,6.260
nand3_1,5,25.02
a21o_2,1,8.760
nand2_1,4,15.01
nand4_1,2,12.51
nor2b_1,1,6.260
or3_1,1,6.260
and4_1,1,8.760
nor2_1,3,11.26
o21ai_0,10,50.05
a32o_1,1,10.01
dfrtp_1,14,350.3
a21oi_2,1,8.760
buf_2,1,5.000
a21oi_1,2,10.01
a211o_2,1,10.01
a22o_2,1,10.01
inv_1,5,18.77
buf_6,1,11.26
or3b_4,1,11.26
nor3_1,5,25.02
a221o_1,1,10.01
a21boi_0,2,15.01
a221o_2,1,11.26
ha_1,2,25.02
and3_1,1,6.260
dfstp_2,1,26.28
o21a_1,1,7.510
==> cell families after synthesis <==
| family | Yosys count | synth area share |
|---|---|---|
| other | 1 | 0.004712 |
| and+or+nand+nor | 27 | 0.1903 |
| AOI/OAI and AO/OA | 24 | 0.2091 |
| buffers and inverters | 12 | 0.09120 |
| adders and majority gates | 2 | 0.03144 |
| DFF | 15 | 0.4733 |
==> layer usage <==
layer / up-vias / part of all wire / track usage
met5: - / 0 / 0
met4: 0 / 0.0067 / 0.004287
met3: 2 / 0.073 / 0.01733
met2: 13 / 0.36 / 0.03538
met1: 270 / 0.56 / 0.04890
li1: 293 / - / -
==> registers in the layout (all words and copies together), names as in the netlist <==
name,cells
dp.done,1
hash_inst.hash_valid,1
hash_inst.state,3
hash_inst.hash_last,1
hash_inst.counter,9
==> final cells by class <==
type | instances | area, um2 | area share
Sequential cell | 15 | 376.6 | 0.4057
Multi-Input combinational cell | 58 | 361.6 | 0.3895
Tap cell | 77 | 96.34 | 0.1038
Clock buffer | 4 | 45.04 | 0.04852
Timing Repair Buffer | 3 | 30.03 | 0.03235
Inverter | 5 | 18.77 | 0.02022
==> how the worst max path moves through the flow <==
| stage | start | end | depth (start not counted) |
|---|---|---|---|
| global route | hash_inst.counter[0] | hash_inst.counter[2] | 6 |
| finish | start | hash_inst.counter[5] | 4 |
| CTS | start | hash_inst.counter[5] | 4 |
==> metrics by stage <==
step / utilization / std cells / area [um2]
6_report: 0.1462 / 162 / 928.4
5_1_grt: 0.1462 / 162 / 928.4
4_1_cts: 0.1462 / 162 / 928.4
3_5_place_dp: 0.1391 / 158 / 883.3
3_3_place_gp: 0.1391 / 158 / 883.3
2_1_floorplan: - / 85 / 810.8
Power figures rest on the tool's default switching activity, not on a simulated workload.
