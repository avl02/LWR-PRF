`flow/design.v`:
```
module decrypt #(
    parameter P = 32
) (
    input wire [$clog2(P)-1:0] ciphertext,
    input wire [$clog2(P)-1:0] prf_out,
    output wire [$clog2(P)-1:0] plaintext
);
    localparam WIDTH = $clog2(P);
    wire [WIDTH:0] diff;  
    assign diff = ciphertext + P - prf_out;
    assign plaintext = (diff >= P) ? (diff - P) : diff[WIDTH-1:0];
endmodule
```
`flow/run.sh`:
```
#!/bin/bash
# OpenROAD 26Q1-2900-gdf79404cd8, Yosys 0.63+post, stock flow scripts
make -C /OpenROAD-flow-scripts/flow DESIGN_CONFIG=/design/flow/config.mk WORK_HOME=/design/flow/orfs finish
```
`flow/config.mk`:
```
export PLATFORM = sky130hd
export DESIGN_NAME = decrypt
export DESIGN_NICKNAME = decrypt
export VERILOG_FILES = /design/flow/design.v
export SDC_FILE = /design/flow/constraint.sdc
export NUM_CORES = 4
export LEC_CHECK = 1
export CORE_AREA = 10 10 70 70
export DIE_AREA = 0 0 80 80
export SYNTH_HDL_FRONTEND = slang
```
`flow/constraint.sdc`:
```
current_design decrypt

set clk_period 2.8
set clk_io_pct 0.2

create_clock -name clk0 -period $clk_period

set non_clock_inputs [all_inputs -no_clocks]
set_input_delay [expr $clk_period * $clk_io_pct] -clock clk0 $non_clock_inputs
set_output_delay [expr $clk_period * $clk_io_pct] -clock clk0 [all_outputs]
```
==> results.py <==
# Generated from Yosys and OpenROAD reports
metrics = {
    "status": {
        "status": "finished, final reports clean",
    },
    "final_layout": {
        "drive_gt1_share_pct": 24.32,
        "fin_util_pct": 11.39,
        "logic_area_sq_um": 140.1,
        "syn2layout_area_growth_pct": 146.8,
        "flops": 0,
        "fillers": 405,
        "lay_top_count": "clkdlybuf4s50_1",
        "final_cell_area_sq_um": 389.1,
        "seqCellArea_sq_um": 0,
        "mostFrequentLayoutCells": "clkdlybuf4s50_1 (9), inv_1 (5)",
        "clkbuf_count": 0,
    },
    "synthesis": {
        "synth.top_cells.by_area": "ha_1 (32%), xnor2_1 (17%), inv_1 (14%)",
        "synth_cell_types": 8,
        "synth_area_per_cell_sq_um": 8.297,
        "syn_inst": 19,
        "top_cell_area_share_pct": 31.75,
        "yosysWarnings": 0,
        "yosys-stat-cells": 19,
        "yosysSeqAreaShare_pct": 0,
        "yosys_area_sq_um": 157.7,
        "yosysTopAreaCell": "ha_1",
        "synth.cell_area_sq_um": 157.7,
    },
    "job": {
        "maxCapViolCount": 0,
        "warnings": 33,
    },
    "floorplan": {
        "die-area_sq_um": 6400,
        "rows": 21,
        "fp_util_pct": 4.615,
        "fp.dieW_um": 80,
        "num_io_pins": 15,
        "core_area_sq_um": 3416,
        "die_h_um": 80,
    },
    "timing": {
        "slew_headroom_pct": 89.13,
        "finalMaxSlewViolations": 0,
        "rsz0062_at_grt": "no",
        "min_period_over_period_pct": 93.75,
        "hold_viol": 0,
        "worst_pin_slew_ns": 0.1623,
        "min_period_ns": 2.625,
        "setup_viol": 0,
        "fmax_mhz": 380.9,
    },
    "global_routing": {
        "antenna_found_initial": 0,
        "grt_max_degree": 5,
        "grt_pass1_wl_um": 869,
        "grt_use_total_pct": 1.711,
        "grt_pass1_vias": 186,
        "grt_overflow": 0,
    },
    "setup_path": {
        "worstPathArrival_ns": 2.07,
        "crit_type": "in2out",
        "start_kind": "input pin",
        "crit_required_ns": 2.24,
        "path_max_fanout": 4,
        "endpoint_kind": "primary output",
    },
    "place": {
        "dp.final_hpwl_um": 541.8,
        "gp_congestion": 0.6518,
        "portBuffers": 15,
        "place_area_sq_um": 380.4,
    },
    "routing": {
        "routed_via_density": 2.193,
        "first_pass_iters": 2,
        "wl_um": 561,
        "drc": 0,
        "ant_nets": 0,
        "drtIter0Drc": 1,
        "wire_per_inst_um": 6.759,
        "n_antenna_cell": 0,
        "vias": 182,
    },
    "pwr": {
        "peakVddDrop_mv": 0.02817,
        "power.total_mw": 0.06102,
        "p_per_area_nw_per_um2": 156.8,
        "leakagePower_nw": 0.1954,
    },
    "hold_path": {
        "hold_class": "in2out",
    },
}
==> cell families (layout without fill, tap and decap cells) <==
group	count (synthesis)	in the layout	share of synthesized area [%]
buf+inv	6	24	14.28
fa+ha+maj	5	5	44.45
compound gates	4	4	19.05
xor+xnor	4	4	22.23
==> repair_timing <==
item	in CTS	in global routing
endpoints found under the hold margin	0	0
pin swaps	1	5
gates resized	4	9
gates cloned	0	0
hold buffers	0	0
endpoints found under the setup margin	3	2
setup buffers	0	1
==> metrics by stage <==
stage | instances | hold WS [ns] | setup WS [ns] | TNS, ns
after floorplan | 19 | 1.231 | 0.6810 | 0
after global placement | 82 | 2.119 | -0.3277 | -0.5888
after detailed placement | 82 | 2.123 | -0.3231 | -0.6056
after CTS | 82 | 2.001 | -0.007089 | -0.007089
after global routing | 83 | 1.838 | 0.08835 | 0
final | 83 | 1.745 | 0.1749 | 0
==> metal layers <==
metal  vias up  GRT usage, %  part of all wire (%)
li1         96             -                     -
met1        80         1.919                    37
met2         6         3.291                    56
met3         0        0.4545                   7.1
met4         0             0                     0
met5         -             0                     0
==> path summary, 6_finish.rpt <==
| kind | from | end | slack [ns] | cells past startpoint |
|---|---|---|---|---|
| worst min-delay path | ciphertext[0] | plaintext[1] | 1.74 | 6 |
| worst max-delay path | prf_out[2] | plaintext[3] | 0.17 | 7 |
==> cells in the mapped netlist, drive strengths merged <==
library cell / count
a21o: 2
a21oi: 1
a31oi: 1
fa: 1
ha: 4
inv: 6
xnor2: 3
xor2: 1
==> critical path: stages <==
cell,delay [ns]
clkdlybuf4s50_1,0.45
inv_1,0.04
ha_1,0.32
a21o_1,0.17
a31oi_1,0.16
xnor2_1,0.13
dlygate4sd2_1,0.23
==> report_power, final <==
part / total [mW] / switching [mW] / internal, mW
sequential: 0 / 0 / 0
combinational: 0.0610 / 0.0195 / 0.0415
clock: 0 / 0 / 0
==> final cells by class <==
type,instances,share of cell area (%)
Multi-Input combinational cell,13,36.01
Timing Repair Buffer,18,43.41
Tap cell,46,14.79
Inverter,6,5.788
Power and IR drop assume default switching activity.
