==> flow/design.v <==
module keccak_f1600 (
    input  wire clk,
    input  wire rst_n,
    input  wire start,
    input  wire [1599:0] state_in,
    output wire [1599:0] state_out,
    output wire ready,
    output wire done
);
    localparam IDLE = 1'b0;
    localparam RUNNING = 1'b1;
    reg fsm_state;
    reg [4:0] round_counter;
    reg [1599:0] state_reg;
    wire [1599:0] round_out;
    keccak_round k_round (
        .state_in (state_reg),
        .round (round_counter),
        .state_out (round_out)
    );
    always @(posedge clk or negedge rst_n) begin
        if (!rst_n) begin
            fsm_state <= IDLE;
            round_counter <= 5'd0;
            state_reg <= 1600'd0;
        end
        else begin
            case (fsm_state)
                IDLE: begin
                    if (start) begin
                        fsm_state <= RUNNING;
                        round_counter <= 5'd0;
                        state_reg <= state_in;
                    end
                end
                RUNNING: begin
                    state_reg <= round_out;
                    round_counter <= round_counter + 1'd1;
                    if (round_counter == 5'd23) begin
                        fsm_state <= IDLE;
                    end
                end
            endcase
        end
    end
    reg done_r;
    always @(posedge clk or negedge rst_n) begin
        if (!rst_n)
            done_r <= 1'b0;
        else
            done_r <= (fsm_state == RUNNING) && (round_counter == 5'd23);
    end
    assign state_out = state_reg;
    assign ready = (fsm_state == IDLE);
    assign done = done_r;
endmodule
module keccak_round (
    input  wire [1599:0] state_in,
    input  wire [4:0]   round,
    output wire [1599:0] state_out
);
    wire [63:0] s [0:24];
    genvar si;
    generate
        for (si = 0; si < 25; si = si + 1) begin : state_unpack
            assign s[si] = state_in[si*64 +: 64];
        end
    endgenerate
    function [63:0] rotl;
        input [63:0] x;
        input [5:0]  n;
        begin
            rotl = (x << n) | (x >> (6'd64 - n));
        end
    endfunction
    reg [63:0] rc;
    always @(*) begin
        case (round)
            5'd0:   rc = 64'h0000000000000001;
            5'd1:   rc = 64'h0000000000008082;
            5'd2:   rc = 64'h800000000000808A;
            5'd3:   rc = 64'h8000000080008000;
            5'd4:   rc = 64'h000000000000808B;
            5'd5:   rc = 64'h0000000080000001;
            5'd6:   rc = 64'h8000000080008081;
            5'd7:   rc = 64'h8000000000008009;
            5'd8:   rc = 64'h000000000000008A;
            5'd9:   rc = 64'h0000000000000088;
            5'd10:  rc = 64'h0000000080008009;
            5'd11:  rc = 64'h000000008000000A;
            5'd12:  rc = 64'h000000008000808B;
            5'd13:  rc = 64'h800000000000008B;
            5'd14:  rc = 64'h8000000000008089;
            5'd15:  rc = 64'h8000000000008003;
            5'd16:  rc = 64'h8000000000008002;
            5'd17:  rc = 64'h8000000000000080;
            5'd18:  rc = 64'h000000000000800A;
            5'd19:  rc = 64'h800000008000000A;
            5'd20:  rc = 64'h8000000080008081;
            5'd21:  rc = 64'h8000000000008080;
            5'd22:  rc = 64'h0000000080000001;
            5'd23:  rc = 64'h8000000080008008;
            default:rc = 64'h0;
        endcase
    end
    wire [63:0] C [0:4];
    assign C[0] = s[0] ^ s[5] ^ s[10] ^ s[15] ^ s[20];
    assign C[1] = s[1] ^ s[6] ^ s[11] ^ s[16] ^ s[21];
    assign C[2] = s[2] ^ s[7] ^ s[12] ^ s[17] ^ s[22];
    assign C[3] = s[3] ^ s[8] ^ s[13] ^ s[18] ^ s[23];
    assign C[4] = s[4] ^ s[9] ^ s[14] ^ s[19] ^ s[24];
    wire [63:0] t [0:4];
    assign t[0] = C[4] ^ {C[1][62:0], C[1][63]};
    assign t[1] = C[0] ^ {C[2][62:0], C[2][63]};
    assign t[2] = C[1] ^ {C[3][62:0], C[3][63]};
    assign t[3] = C[2] ^ {C[4][62:0], C[4][63]};
    assign t[4] = C[3] ^ {C[0][62:0], C[0][63]};
    wire [63:0] theta [0:24];
    genvar ti;
    generate
        for (ti = 0; ti < 25; ti = ti + 1) begin : theta_loop
            assign theta[ti] = s[ti] ^ t[ti % 5];
        end
    endgenerate
    function [63:0] rho_rot;
        input [4:0] index;
        begin
            case (index)
                5'd0:  rho_rot = 6'd0;
                5'd1:  rho_rot = 6'd44;
                5'd2:  rho_rot = 6'd43;
                5'd3:  rho_rot = 6'd21;
                5'd4:  rho_rot = 6'd14;
                5'd5:  rho_rot = 6'd28;
                5'd6:  rho_rot = 6'd20;
                5'd7:  rho_rot = 6'd3;
                5'd8:  rho_rot = 6'd45;
                5'd9:  rho_rot = 6'd61;
                5'd10: rho_rot = 6'd1;
                5'd11: rho_rot = 6'd6;
                5'd12: rho_rot = 6'd25;
                5'd13: rho_rot = 6'd8;
                5'd14: rho_rot = 6'd18;
                5'd15: rho_rot = 6'd27;
                5'd16: rho_rot = 6'd36;
                5'd17: rho_rot = 6'd10;
                5'd18: rho_rot = 6'd15;
                5'd19: rho_rot = 6'd56;
                5'd20: rho_rot = 6'd62;
                5'd21: rho_rot = 6'd55;
                5'd22: rho_rot = 6'd39;
                5'd23: rho_rot = 6'd41;
                5'd24: rho_rot = 6'd2;
                default: rho_rot = 6'd0;
            endcase
        end
    endfunction
    function [4:0] pi_lane;
        input [4:0] pos;
        begin
            case (pos)
                5'd0:  pi_lane = 5'd0;
                5'd1:  pi_lane = 5'd6;
                5'd2:  pi_lane = 5'd12;
                5'd3:  pi_lane = 5'd18;
                5'd4:  pi_lane = 5'd24;
                5'd5:  pi_lane = 5'd3;
                5'd6:  pi_lane = 5'd9;
                5'd7:  pi_lane = 5'd10;
                5'd8:  pi_lane = 5'd16;
                5'd9:  pi_lane = 5'd22;
                5'd10: pi_lane = 5'd1;
                5'd11: pi_lane = 5'd7;
                5'd12: pi_lane = 5'd13;
                5'd13: pi_lane = 5'd19;
                5'd14: pi_lane = 5'd20;
                5'd15: pi_lane = 5'd4;
                5'd16: pi_lane = 5'd5;
                5'd17: pi_lane = 5'd11;
                5'd18: pi_lane = 5'd17;
                5'd19: pi_lane = 5'd23;
                5'd20: pi_lane = 5'd2;
                5'd21: pi_lane = 5'd8;
                5'd22: pi_lane = 5'd14;
                5'd23: pi_lane = 5'd15;
                5'd24: pi_lane = 5'd21;
                default: pi_lane = 5'd0;
            endcase
        end
    endfunction
    wire [63:0] rho_pi [0:24];
    genvar rpi;
    generate
        for (rpi = 0; rpi < 25; rpi = rpi + 1) begin : rho_pi_loop
            assign rho_pi[rpi] = rotl(theta[pi_lane(rpi)], rho_rot(rpi));
        end
    endgenerate
    wire [63:0] chi [0:24];
    genvar x,y,r;
    generate
        for (y = 0; y < 5; y = y + 1) begin : chi_y
            wire [63:0] row [0:4];
            for (x = 0; x < 5; x = x + 1) begin : chi_row
                assign row[x] = rho_pi[y * 5 + x];
            end
            for (x = 0; x < 5; x = x + 1) begin : chi_x
                assign chi[y * 5 + x] = row[x] ^ (~row[(x+1) % 5] & row[(x+2) % 5]);
            end
        end
    endgenerate
    wire [63:0] iota [0:24];
    assign iota[0]  = chi[0] ^ rc;
    genvar ii;
    generate
        for (ii = 1; ii < 25; ii = ii + 1) begin : iota_loop
            assign iota[ii] = chi[ii];
        end
    endgenerate
    genvar so;
    generate
        for (so = 0; so < 25; so = so + 1) begin : state_pack
            assign state_out[so*64 +: 64] = iota[so];
        end
    endgenerate
endmodule
module shake256 (
    input wire clk,
    input wire rst_n,
    input wire start,
    input wire [63:0] data_in,
    input wire [7:0] data_in_keep,
    input wire data_in_valid,
    output wire data_in_ready,
    input wire data_in_last,
    input wire [12:0] out_len,
    output wire [63:0] data_out,
    output wire [7:0] data_out_keep,
    output wire data_out_valid,
    input wire data_out_ready,
    output wire data_out_last,
    output wire done
);
    localparam [2:0] S_IDLE = 3'd0;
    localparam [2:0] S_ABSORB = 3'd1;
    localparam [2:0] S_ABSORB_PERM = 3'd2;
    localparam [2:0] S_PAD = 3'd3;
    localparam [2:0] S_PAD_PERM = 3'd4;
    localparam [2:0] S_SQUEEZE = 3'd5;
    localparam [2:0] S_SQUEEZE_PERM = 3'd6;
    localparam [2:0] S_DONE = 3'd7;
    localparam RATE_LANES = 5'd17;
    reg [2:0] fsm_state;
    reg [1599:0] keccak_state;
    reg [4:0] lane_counter;
    reg [12:0] output_len_reg;
    reg [12:0] output_count;
    reg [3:0] pad_pos;
    reg pad_after_perm;
    reg perm_start;
    wire perm_ready;
    wire perm_done;
    wire [1599:0] perm_state_out;
    keccak_f1600 keccak (
        .clk        (clk),
        .rst_n      (rst_n),
        .start      (perm_start),
        .state_in   (keccak_state),
        .state_out  (perm_state_out),
        .ready      (perm_ready),
        .done       (perm_done)
    );
    function [63:0] mask_data;
        input [63:0] data;
        input [7:0]  keep;
        integer i;
        begin
            for (i = 0; i < 8; i = i + 1) begin
                mask_data[i*8 +: 8] = keep[i] ? data[i*8 +: 8] : 8'h00;
            end
        end
    endfunction
    function [3:0] count_bytes;
        input [7:0] keep;
        begin
            case (keep)
                8'b00000000: count_bytes = 4'd0;
                8'b00000001: count_bytes = 4'd1;
                8'b00000011: count_bytes = 4'd2;
                8'b00000111: count_bytes = 4'd3;
                8'b00001111: count_bytes = 4'd4;
                8'b00011111: count_bytes = 4'd5;
                8'b00111111: count_bytes = 4'd6;
                8'b01111111: count_bytes = 4'd7;
                8'b11111111: count_bytes = 4'd8;
                default:     count_bytes = 4'd0;
            endcase
        end
    endfunction
    wire [63:0] current_lane = keccak_state[lane_counter*64 +: 64];
    wire [12:0] bytes_remaining = output_len_reg - output_count;
    wire is_last_squeeze = (bytes_remaining <= 13'd8);
    reg [7:0] out_keep;
    always @(*) begin
        if (bytes_remaining >= 13'd8)
            out_keep = 8'b11111111;
        else begin
            case (bytes_remaining[2:0])
                3'd0: out_keep = 8'b00000000;
                3'd1: out_keep = 8'b00000001;
                3'd2: out_keep = 8'b00000011;
                3'd3: out_keep = 8'b00000111;
                3'd4: out_keep = 8'b00001111;
                3'd5: out_keep = 8'b00011111;
                3'd6: out_keep = 8'b00111111;
                3'd7: out_keep = 8'b01111111;
            endcase
        end
    end
    always @(posedge clk or negedge rst_n) begin
        if (!rst_n) begin
            fsm_state <= S_IDLE;
            keccak_state <= 1600'd0;
            lane_counter <= 5'd0;
            output_len_reg <= 13'd0;
            output_count <= 13'd0;
            pad_pos <= 4'd0;
            perm_start <= 1'b0;
            pad_after_perm <= 1'b0;
        end
        else begin
            perm_start <= 1'b0;  
            case (fsm_state)
                S_IDLE: begin
                    if (start) begin
                        fsm_state <= S_ABSORB;
                        keccak_state <= 1600'd0;
                        lane_counter <= 5'd0;
                        output_len_reg <= out_len;
                        output_count <= 13'd0;
                        pad_after_perm <= 1'b0;
                    end
                end
                S_ABSORB: begin
                    if (data_in_valid) begin
                        keccak_state[lane_counter*64 +: 64] <= current_lane ^ mask_data(data_in, data_in_keep);
                        if (data_in_last) begin
                            pad_pos <= count_bytes(data_in_keep);
                            if (data_in_keep == 8'hFF && lane_counter == RATE_LANES - 1) begin
                                lane_counter <= 5'd0;
                                perm_start <= 1'b1;
                                pad_after_perm <= 1'b1;
                                fsm_state <= S_ABSORB_PERM;
                            end
                            else begin
                            fsm_state <= S_PAD;
                            end
                        end
                        else if (lane_counter == RATE_LANES - 1) begin
                            lane_counter <= 5'd0;
                            perm_start <= 1'b1;
                            fsm_state <= S_ABSORB_PERM;
                        end
                        else begin
                            lane_counter <= lane_counter + 1'd1;
                        end
                    end
                end
                S_ABSORB_PERM: begin
                    if (perm_done) begin
                        keccak_state <= perm_state_out;
                        lane_counter <= 5'd0;
                        if (pad_after_perm) begin
                            pad_after_perm <= 1'b0;
                            pad_pos <= 4'd0;  
                            fsm_state <= S_PAD;
                        end
                        else begin
                            fsm_state <= S_ABSORB;
                        end
                    end
                end
                S_SQUEEZE: begin
                    if (data_out_ready) begin
                        if (bytes_remaining >= 13'd8)
                            output_count <= output_count + 13'd8;
                        else
                            output_count <= output_len_reg;
                        if (is_last_squeeze) begin
                            fsm_state <= S_DONE;
                        end
                        else if (lane_counter == RATE_LANES - 1) begin
                            lane_counter <= 5'd0;
                            perm_start <= 1'b1;
                            fsm_state <= S_SQUEEZE_PERM;
                        end
                        else begin
                            lane_counter <= lane_counter + 1'd1;
                        end
                    end
                end
                S_SQUEEZE_PERM: begin
                    if (perm_done) begin
                        keccak_state <= perm_state_out;
                        lane_counter <= 5'd0;
                        fsm_state <= S_SQUEEZE;
                    end
                end
                S_PAD: begin
                    if (lane_counter == RATE_LANES - 1 && pad_pos == 4'd7) begin
                        keccak_state[lane_counter*64 + pad_pos*8 +: 8] <= keccak_state[lane_counter*64 + pad_pos*8 +: 8] ^ 8'h9F;
                    end
                    else begin
                    keccak_state[lane_counter*64 + pad_pos*8 +: 8] <= keccak_state[lane_counter*64 + pad_pos*8 +: 8] ^ 8'h1F;
                    keccak_state[(RATE_LANES-1)*64 + 56 +: 8] <= keccak_state[(RATE_LANES-1)*64 + 56 +: 8] ^ 8'h80;
                    end
                    perm_start <= 1'b1;
                    fsm_state <= S_PAD_PERM;
                end
                S_PAD_PERM: begin
                    if (perm_done) begin
                        keccak_state <= perm_state_out;
                        lane_counter <= 5'd0;
                        output_count <= 13'd0;
                        if (output_len_reg == 13'd0)
                            fsm_state <= S_DONE;
                        else
                            fsm_state <= S_SQUEEZE;
                    end
                end
                S_DONE: begin
                    if (start) begin
                        keccak_state <= 1600'b0;
                        lane_counter <= 5'd0;
                        output_len_reg <= out_len;
                        output_count <= 13'd0;
                        fsm_state <= S_ABSORB;
                    end
                end
                default: fsm_state <= S_IDLE;
            endcase
        end
    end
    assign data_in_ready = (fsm_state == S_ABSORB);
    assign data_out = current_lane;
    assign data_out_keep = out_keep;
    assign data_out_valid = (fsm_state == S_SQUEEZE);
    assign done = (fsm_state == S_DONE);
    assign data_out_last = (fsm_state == S_SQUEEZE) && is_last_squeeze;
endmodule
==> flow/run.sh <==
#!/bin/bash
# OpenROAD 26Q1-2900-gdf79404cd8, Yosys 0.63+post, stock flow scripts
make -C /OpenROAD-flow-scripts/flow DESIGN_CONFIG=/design/flow/config.mk WORK_HOME=/design/flow/orfs finish
==> flow/config.mk <==
export PLATFORM = sky130hd
export DESIGN_NAME = shake256
export DESIGN_NICKNAME = shake256
export VERILOG_FILES = /design/flow/design.v
export SDC_FILE = /design/flow/constraint.sdc
export NUM_CORES = 4
export LEC_CHECK = 1
export CORE_UTILIZATION = 40
export SYNTH_HDL_FRONTEND = slang
==> flow/constraint.sdc <==
current_design shake256

set clk_period 418.5
set clk_io_pct 0.2

create_clock -name clk0 -period $clk_period [get_ports {clk}]

set non_clock_inputs [all_inputs -no_clocks]
set_input_delay [expr $clk_period * $clk_io_pct] -clock clk0 $non_clock_inputs
set_output_delay [expr $clk_period * $clk_io_pct] -clock clk0 [all_outputs]
==> notes.md <==
Notes from the flow run.

Die:
- The run gives the number of core rows as 292.
- For this configuration, the core starts out at a cell density of between 40% and 50%.
- The run puts the die boundary height at 800 um.
- The run puts the width of the die at about 800 um.
- The run gives the top-level port count as roughly 170.

Placed design:
- The run puts the total placed instance area at 292000 sq um.
- Per the placement log, port buffering inserted approximately 170 buffers.
- The run puts the routability congestion estimate at 1.53.
- In the placement report, post-DP HPWL is listed as approximately 2400 mm.

Yosys:
- The run puts the synthesized instance count at 28500.
- The run gives the register bit count reported by yosys as 3252.
- The run gives the yosys synthesis chip area as roughly 250000 sq um.
- The run gives the post-synthesis cell type with the largest combined area as sky130_fd_sc_hd__dfrtp_1.
- sky130_fd_sc_hd__xnor2_1 is the most common cell in the netlist.
- The run gives the Yosys warning count as 0.
- The run gives the yosys stat cell total as between 20000 and 30000.
- The run gives the number of enable-type register cells in the synthesized netlist as 0.
- In this run the cell area of the synthesized design comes to 254000 sq um.
- The run puts the fraction of synthesized cell area taken by the top area cell type at 32.0%.
- By count the netlist is led by sky130_fd_sc_hd__xnor2_1, sky130_fd_sc_hd__o21ai_0, sky130_fd_sc_hd__dfrtp_1.
- The run puts the average cell area after synthesis at 8.93 sq um.
- The run gives the sequential area share after synthesis as 32.0%.
- Ranked by total cell area, the synthesized netlist is headed by sky130_fd_sc_hd__dfrtp_1, sky130_fd_sc_hd__xnor2_1, sky130_fd_sc_hd__mux4_2.
- Looking at the cell usage after synthesis, the top flip-flop cell is sky130_fd_sc_hd__dfrtp_1.
- Counting distinct cell types in the post-synthesis netlist gives 104.
- The run gives the proportion of synthesized flip-flops having asynchronous set or reset as approximately 100%.

Clocking:
- The run gives the number of buffers created by CTS as 429.
- The run puts the buffer depth of the longest clock path at 4.
- The run puts the buffers inserted during post-CTS setup optimization at 0.
- The root buffer cell chosen for the clock tree is sky130_fd_sc_hd__clkbuf_16.
- The run gives the total of hold buffers inserted after clock tree synthesis as 0.
- The run puts the number of levels the H-tree was split into at 5.
- The run gives the number of cells upsized or downsized after cts as 0.
- The run puts the number of sinks handled by clock tree synthesis at 3252.

Status:
- The tool reported: "[ERROR GRT-0116] Global routing finished with congestion. Check the congestion regions in the DRC Viewer".
- The flow stopped in global routing.
- The run stopped with a tool error.

GRT:
- The run gives the global routing usage summed across all routing layers as 103%.
- The run puts the first-pass GRT wire length at about 4300 mm.
- The run puts the final global-route overflow total at 42600.
- The run gives the via count of the first global-routing pass as 361000.
- The run puts the maximum number of pins on one net before global-route repair at 145.
-- metal layers --
metal / global-route usage, % / overflow
met1: 97.3 / 3668
met2: 119 / 28600
met3: 93.2 / 3314
met4: 99.6 / 6671
met5: 86.9 / 322
-- cells by family after synthesis --
logic type / Yosys count / share of synthesized area, %
multiplexers: 2687 / 14.9
AND-OR/OR-AND: 8720 / 21.9
buffers and inverters: 2474 / 3.89
flip-flops: 3252 / 32.0
XOR/XNOR: 4581 / 15.8
AND/OR/NAND/NOR: 6750 / 11.4
adder cells (fa/ha/maj): 29 / 0.146
-- per-stage QoR --
stage | setup slack, ns | instances
after floorplan | 331.54 | 28500
after global placement | 327.37 | 38300
after detailed placement | 327.41 | 38400
after CTS | 326.23 | 39100
